`config.mk`:
```
export PLATFORM = sky130hd
export DESIGN_NAME = simple_mlclaa_x16bit
export DESIGN_NICKNAME = simple_mlclaa_x16bit
export VERILOG_FILES = /design/flow/design.v
export SDC_FILE = /design/flow/constraint.sdc
export NUM_CORES = 4
export LEC_CHECK = 1
export CORE_AREA = 10 10 299 299
export DIE_AREA = 0 0 309 309
```
`constraint.sdc`:
```
current_design simple_mlclaa_x16bit

set clk_period 64.6
set clk_io_pct 0.2

create_clock -name clk0 -period $clk_period

set non_clock_inputs [all_inputs -no_clocks]
set_input_delay [expr $clk_period * $clk_io_pct] -clock clk0 $non_clock_inputs
set_output_delay [expr $clk_period * $clk_io_pct] -clock clk0 [all_outputs]
```
`run.sh`:
```
#!/bin/bash
# OpenROAD 26Q1-2900-gdf79404cd8, Yosys 0.63+post, stock flow scripts
make -C /OpenROAD-flow-scripts/flow DESIGN_CONFIG=/design/flow/config.mk WORK_HOME=/design/flow/orfs finish
```
`design.v`:
```
module simple_mlclaa_16bit
(
    input   wire            cin ,
    input   wire    [15:0]  a   ,
    input   wire    [15:0]  b   ,
    output  reg     [15:0]  sum ,
    output  reg             cout
);
wire [15:0]G=a&b;
wire [15:0]P=a|b;
reg [3:0]cin__;
reg cout1;
task ahead_adder4;
input cin__;
input [3:0]a;
input [3:0]b;
input [3:0]G;
input [3:0]P;
output  reg [3:0]sum;
output  reg cout;
reg [3:0]C;
begin
C[0]= G[0] | (cin__&P[0]);
C[1]= G[1] | (P[1]&G[0]) | (P[1]&P[0]&cin__);
C[2]= G[2] | (P[2]&G[1]) | (P[2]&P[1]&G[0]) | (P[2]&P[1]&P[0]&cin__);
C[3]= G[3] | (P[3]&G[2]) | (P[3]&P[2]&G[1]) | (P[3]&P[2]&P[1]&G[0]) | (P[3]&P[2]&P[1]&P[0]&cin__);
sum[0]=a[0]^b[0]^cin__;
sum[1]=a[1]^b[1]^C[0];
sum[2]=a[2]^b[2]^C[1];
sum[3]=a[3]^b[3]^C[2];
cout=C[3];
end
endtask
task ahead_carry;
input cin__;
input [15:0]G;
input [15:0]P;
output reg [3:0]cout;
reg [3:0]G2;
reg [3:0]P2;
begin
G2[0]=G[3] | P[3]&G[2] | P[3]&P[2]&G[1] | P[3]&P[2]&P[1]&G[0];
G2[1]=G[7] | P[7]&G[6] | P[7]&P[6]&G[5] | P[7]&P[6]&P[5]&G[4];
G2[2]=G[11] | P[11]&G[10] | P[11]&P[10]&G[9] | P[11]&P[10]&P[9]&G[8];
G2[3]=G[15] | P[15]&G[14] | P[15]&P[14]&G[13] | P[15]&P[14]&P[13]&G[12];
P2[0]=P[3]&P[2]&P[1]&P[0];
P2[1]=P[7]&P[6]&P[5]&P[4];
P2[2]=P[11]&P[10]&P[9]&P[8];
P2[3]=P[15]&P[14]&P[13]&P[12];
cout[0]=G2[0] | (cin__&P2[0]);
cout[1]=G2[1] | (P2[1]&G2[0]) | (P2[1]&P2[0]&cin__);
cout[2]=G2[2] | (P2[2]&G2[1]) | (P2[2]&P2[1]&G2[0]) | (P2[2]&P2[1]&P2[0]&cin__);
cout[3]=G2[3] | (P2[3]&G2[2]) | (P2[3]&P2[2]&G2[1]) | (P2[3]&P2[2]&P2[1]&G2[0]) | (P2[3]&P2[2]&P2[1]&P2[0]&cin__);
end
endtask
always@(*)
begin
	ahead_carry(cin,G[15:0],P[15:0],cin__[3:0]);
	ahead_adder4 (cin,a[3:0],b[3:0],G[3:0],P[3:0],sum[3:0],cout1); 
	ahead_adder4 (cin__[0],a[7:4],b[7:4],G[7:4],P[7:4],sum[7:4],cout1);
	ahead_adder4 (cin__[1],a[11:8],b[11:8],G[11:8],P[11:8],sum[11:8],cout1);
	ahead_adder4 (cin__[2],a[15:12],b[15:12],G[15:12],P[15:12],sum[15:12],cout); 
end
endmodule
module simple_mlclaa_x16bit
#(
    parameter W = 256
)
(
    input   wire        ci    ,
    input   wire [W-1:0]ain   ,
    input   wire [W-1:0]bin   ,
    output  wire [W-1:0]sum   ,
    output  wire        co    
);
localparam N=W/16;
generate
genvar i;
    for (i = 0;i<N ;i=i+1 ) begin:loop
        wire cout;
        if (i==0) begin
            simple_mlclaa_16bit  simple_mlclaa_16bit
            (
                .cin        ( ci                      ),
                .a          ( ain[(i*16)+:16]         ),
                .b          ( bin[(i*16)+:16]         ),
                .sum        ( sum[(i*16)+:16]         ),
                .cout       ( cout                    )
            );
        end else begin
            simple_mlclaa_16bit  simple_mlclaa_16bit
            (
                .cin        ( loop[i-1].cout          ),
                .a          ( ain[(i*16)+:16]         ),
                .b          ( bin[(i*16)+:16]         ),
                .sum        ( sum[(i*16)+:16]         ),
                .cout       ( cout                    )
            );              
        end
    end
endgenerate
assign co=loop[N-1].cout;
endmodule
```
==> flow_summary.json <==
{
  "cp_data_required_time_ns": 51.68,
  "critPathSlowestCell": "or4_1",
  "grt_max_degree": 7,
  "routedWlPerCell_microns": 18.5,
  "p_total_uw": 236,
  "whs_ns": 26.91,
  "swShare": 0.413,
  "post_cts_buffers": 0,
  "setup_violations": 0,
  "detail-route-antenna-nets": 0,
  "crit_path_cell_trace": "clkdlybuf4s50_1 > ha_1 > nor3b_1 > nor3_1 > a2111oi_0 > or4_1 > and3_1 > o21ai_1 > a21oi_1 > or3_1 > a211o_1 > a21oi_1 > nor2_1 > nor3_1 > fa_1 > inv_1 > clkdlybuf4s50_1",
  "synth.most_common_cell": "inv_1",
  "critPathArrivalTime_ns": 18.45,
  "whs_path_depth": 5,
  "fmaxAchievable_mhz": 31.9,
  "max-slew-margin-rel": 0.425,
  "p_int_uw": 139,
  "grtUsageTotal": 0.154,
  "drive_gt1_frac": 0.00861,
  "finalWirelength_mm": 75.8,
  "critical_path_class": "in2out",
  "common_cells": "inv_1, ha_1, a21oi_1, nor2_1, xnor2_1",
  "tightest_slew_ns": 0.853,
  "synthTopCellsByArea": "ha_1, inv_1, fa_1",
  "power_density_nw_per_um2": 9.22,
  "dp_hpwl_mm": 72.0,
  "syn_to_final_growth_pct": 55.7,
  "grt_pass1_vias": 16824,
  "pwr-share-seq": 0,
  "numPlacedInstances": 4091,
  "via_count": 16547,
  "via_per_inst": 4.04,
  "finalHoldViolCount": 0,
  "drc": 0,
  "initial_core_util": 0.200,
  "antenna_found_initial": 18,
  "drt_iter0_drc": 712,
  "rsz0062_at_grt": "no",
  "ys_cells": 2238,
  "top_cell_area_share": 0.389,
  "clkPwrFrac": 0,
  "path_max_fanout": 4,
  "min_from": "bin[241]",
  "grt_pass1_wl_mm": 108,
  "cap_violations": 0,
  "die_w_microns": 309,
  "hold_path.class": "in2out",
  "p_comb_frac": 1.000,
  "seq_area_sq_um": 0,
  "netlist_instances": 2238,
  "cp-end-kind": "output port",
  "layout.cells.non_filler": 4099,
  "critPathLaunch": "ain[1]",
  "tns_ns": 0,
  "cts_resized": 0,
  "postSynthSeqShare": 0,
  "portBuffers": 770,
  "critPathLaunchType": "input port",
  "design.seq.count": 0,
  "ys_warn_count": 1,
  "io_pins": 770,
  "design.die.area_sq_um": 95500,
  "worstHoldEndpoint": "sum[241]",
  "chipHeight_microns": 309,
  "critical-path-top-delay-family": "simple AND/OR/NAND/NOR gates",
  "yosys.area.top_type": "ha_1",
  "core-area_sq_um": 82500,
  "period_used_share": 0.486,
  "hold_buffers": 0,
  "postSynthAreaPerCell_sq_um": 7.36,
  "p_leak_uw": 0.0130,
  "tool_warnings": 352,
  "status": "complete, no violations",
  "synth_chip_area_sq_um": 16500,
  "max_stage_delay_ns": 0.60,
  "p_sw_uw": 97.7,
  "rows": 105,
  "maxSlewViolCount": 0,
  "first_pass_iters": 5,
  "synth_cell_types": 62,
  "place_congestion": 0.954,
  "crit_buf_inv": 3,
  "synth_area_sq_um": 16500,
  "ir_worst_vdd_mv": 0.00446,
  "gr-total-overflow": 0,
  "fin_crit_ns": 31.37,
  "nClkBuffers": 0
}
## final cells by class
cell class,instances,area (sq um)
antenna,8,20.0
fill,8813,56900
inverter,721,2710
multi-input combinational,1517,13800
tap,1070,1340
timing repair buffer,783,7800
## through the flow
stage                     utilization  setup WS, ns  cell area [sq um]
final                           0.311         33.23              25600
after global routing            0.311         32.88              25600
after CTS                       0.310         33.16              25600
after detailed placement        0.310         33.18              25600
after global placement          0.310         33.23              25600
after floorplan                     -         35.15              16500
## layer usage
layer,vias to the layer above,track usage,routed length (microns)
met1,7416,0.188,31300
met5,-,0,56
li1,8581,-,-
met3,42,0.0377,5570
met4,8,0.0216,935
met2,500,0.274,37900
## worst min-delay path, stage by stage
cell	delay, ns
clkdlybuf4s50_1	0.42
inv_1	0.06
ha_1	0.13
xor2_1	0.06
clkdlybuf4s50_1	0.40
## kinds of logic (layout without fill, tap and decap cells)
group                    after synthesis  after routing  synth area share
AND-OR/OR-AND                        421            421             0.166
XOR/XNOR                             192            192             0.102
adder cells (fa/ha/maj)              576            576             0.467
buffers and inverters                721           1504             0.164
other                                  0              8                 0
AND/OR/NAND/NOR                      328            328             0.101
## power groups by stage
stage | Combinational, uW | Sequential (uW) | Clock [uW]
4_1_cts | 242 | 0 | 0
5_1_grt | 261 | 0 | 0.0000125
6_report | 236 | 0 | 0.0000167
## cells in the final DEF, fill, tap and decap left out, types with 5 or more instances in the layout
cell type	n
clkdlybuf4s50_1	770
inv_1	721
ha_1	512
a21oi_1	170
nor2_1	118
xnor2_1	101
xor2_1	91
o21bai_1	66
fa_1	64
nand2_1	48
nor4_1	41
o21ai_0	31
o31ai_1	30
nor2b_1	27
or4_1	17
nor3_1	17
nand3_1	16
a21o_1	16
buf_4	13
nand2b_1	11
o21ai_1	10
or3_1	10
a221oi_1	9
o211ai_1	9
a211oi_1	9
diode_2	8
o21a_1	8
a221o_1	6
a31oi_1	5
o31a_1	5
## worst max path at each step
stage | end | cells past startpoint
global route | sum[177] | 20
CTS | sum[168] | 17
finish | sum[168] | 17
No activity file was given, so power comes from the tool's default toggle rates.
